==> flow/design.v <==
`timescale 1ns / 1ps
module uart_rx 
  #(parameter CLKS_PER_BIT = 2000000)   
  (
   input        Clk,
   input        Rx_Serial,
   output       Data_Valid,
   output [7:0] Rx_Byte
   );
  localparam IDLE  = 3'b000;
  localparam START = 3'b001;
  localparam DATA  = 3'b010;
  localparam STOP  = 3'b011;
  reg           r_Rx_Data    = 1'b1;
  reg [31:0] r_Clk_Count = 0;   
  reg [2:0]     r_Bit_Index  = 0;
  reg [7:0]     r_Rx_Byte    = 0;
  reg           r_Data_Valid = 0;
  reg [31:0]    r_DV_Count   = 0;   
  reg [2:0]     State        = 0;
  always @(posedge Clk)
    begin
      r_Rx_Data <= Rx_Serial;
    end
  always @(posedge Clk)
    begin
      case (State)
        IDLE :
          begin
            r_Clk_Count <= 0;
            r_Bit_Index <= 0;
            if (r_Rx_Data == 1'b0)           
              State <= START;
            else
              State <= IDLE;
          end
        START :
          begin
            if (r_Clk_Count == (CLKS_PER_BIT-1)/2)   
              begin
                if (r_Rx_Data == 1'b0)
                  begin
                    State <= DATA;   
                    r_Clk_Count <= r_Clk_Count + 1;   
                  end
                else
                  State <= IDLE;
              end
            else if (r_Clk_Count < CLKS_PER_BIT-1)   
              begin
                r_Clk_Count <= r_Clk_Count + 1;
                State     <= START;
              end
            else   
              begin
                r_Clk_Count <= 0;
                State     <= DATA;   
              end
          end
        DATA :
          begin
            if (r_Clk_Count < CLKS_PER_BIT-1)
              begin
                r_Clk_Count <= r_Clk_Count + 1;
                State     <= DATA;
              end
            else
              begin
                r_Clk_Count          <= 0;
                r_Rx_Byte[r_Bit_Index] <= r_Rx_Data;
                if (r_Bit_Index < 7)
                  begin
                    r_Bit_Index <= r_Bit_Index + 1;
                    State     <= DATA;
                  end
                else
                  begin
                    r_Bit_Index <= 0;
                    State     <= STOP;
                  end
              end
          end
        STOP :
          begin
            if (r_Clk_Count < CLKS_PER_BIT-1)
              begin
                r_Clk_Count <= r_Clk_Count + 1;
                State     <= STOP;
              end
            else
              begin
                r_Clk_Count   <= 0;
                r_Bit_Index   <= 0;
                r_Data_Valid  <= 1'b1;   
                r_DV_Count    <= 0;      
                State         <= IDLE;
              end
          end
        default :
          State <= IDLE;
      endcase
      if (r_Data_Valid && r_DV_Count < CLKS_PER_BIT-1) begin
        r_DV_Count <= r_DV_Count + 1;   
      end
      else if (r_DV_Count == CLKS_PER_BIT-1) begin
        r_Data_Valid <= 1'b0;   
      end
    end   
  assign Data_Valid = r_Data_Valid;
  assign Rx_Byte    = r_Rx_Byte;
endmodule
`timescale 1ns / 1ps
module uart_top
  #(parameter CLKS_PER_BIT = 2000000)
  (
   input        Clk,
   input        Tx_Start,
   input [7:0]  Tx_Byte,
   output       Tx_Active,
   output       Tx_Done,
   output       Data_Valid,
   output [7:0] Rx_Byte
   );
   wire w_Serial;
   uart_tx
     #(.CLKS_PER_BIT(CLKS_PER_BIT))
     u_tx (
       .Clk(Clk),
       .Tx_Start(Tx_Start),
       .Tx_Byte(Tx_Byte),
       .Tx_Active(Tx_Active),
       .Tx_Serial(w_Serial),
       .Tx_Done(Tx_Done)
     );
   uart_rx
     #(.CLKS_PER_BIT(CLKS_PER_BIT))
     u_rx (
       .Clk(Clk),
       .Rx_Serial(w_Serial),
       .Data_Valid(Data_Valid),
       .Rx_Byte(Rx_Byte)
     );
endmodule
`timescale 1ns / 1ps
module uart_tx 
  #(parameter CLKS_PER_BIT = 2000000)   
  (
   input       Clk,
   input       Tx_Start,
   input [7:0] Tx_Byte, 
   output      Tx_Active,
   output reg  Tx_Serial,
   output      Tx_Done
   );
  localparam IDLE  = 3'b000;
  localparam START = 3'b001;
  localparam DATA  = 3'b010;
  localparam STOP  = 3'b011;
  reg [2:0]    State         = 0;
  reg [31:0] r_Clk_Count = 0;   
  reg [2:0]    r_Bit_Index   = 0;
  reg [7:0]    r_Tx_Data     = 0;
  reg          r_Tx_Done     = 0;
  reg [31:0]   r_Done_Count  = 0;   
  reg          r_Tx_Active   = 0;
  always @(posedge Clk)
    begin
      case (State)
        IDLE :
          begin
            Tx_Serial   <= 1'b1;
            r_Clk_Count <= 0;
            r_Bit_Index <= 0;
            if (Tx_Start == 1'b1)
              begin
                r_Tx_Active <= 1'b1;
                r_Tx_Data   <= Tx_Byte;
                State       <= START;
              end
            else
              State <= IDLE;
          end
        START :
          begin
            Tx_Serial <= 1'b0;
            if (r_Clk_Count < CLKS_PER_BIT-1)
              begin
                r_Clk_Count <= r_Clk_Count + 1;
                State       <= START;
              end
            else
              begin
                r_Clk_Count <= 0;
                State       <= DATA;
              end
          end
        DATA :
          begin
            Tx_Serial <= r_Tx_Data[r_Bit_Index];
            if (r_Clk_Count < CLKS_PER_BIT-1)
              begin
                r_Clk_Count <= r_Clk_Count + 1;
                State       <= DATA;
              end
            else
              begin
                r_Clk_Count <= 0;
                if (r_Bit_Index < 7)
                  begin
                    r_Bit_Index <= r_Bit_Index + 1;
                    State     <= DATA;
                  end
                else
                  begin
                    r_Bit_Index <= 0;
                    State     <= STOP;
                  end
              end
          end
        STOP :
          begin
            Tx_Serial <= 1'b1;
            if (r_Clk_Count < CLKS_PER_BIT-1)
              begin
                r_Clk_Count <= r_Clk_Count + 1;
                State       <= STOP;
              end
            else
              begin
                r_Clk_Count <= 0;
                r_Bit_Index <= 0;
                r_Tx_Active <= 1'b0;
                State       <= IDLE;
                r_Tx_Done   <= 1'b1;   
                r_Done_Count <= 0;     
              end
          end
        default :
          State <= IDLE;
      endcase
      if (r_Tx_Done && r_Done_Count < CLKS_PER_BIT-1) begin
        r_Done_Count <= r_Done_Count + 1;   
      end
      else if (r_Done_Count == CLKS_PER_BIT-1) begin
        r_Tx_Done <= 1'b0;   
      end
    end
  assign Tx_Active = r_Tx_Active;
  assign Tx_Done   = r_Tx_Done;
endmodule
==> flow/run.sh <==
#!/bin/bash
# OpenROAD 26Q1-2900-gdf79404cd8, Yosys 0.63+post, stock flow scripts
make -C /OpenROAD-flow-scripts/flow DESIGN_CONFIG=/design/flow/config.mk WORK_HOME=/design/flow/orfs finish
==> flow/config.mk <==
export PLATFORM = sky130hd
export DESIGN_NAME = uart_top
export DESIGN_NICKNAME = uart_top
export VERILOG_FILES = /design/flow/design.v
export SDC_FILE = /design/flow/constraint.sdc
export NUM_CORES = 4
export LEC_CHECK = 1
export CORE_UTILIZATION = 50
==> flow/constraint.sdc <==
current_design uart_top

set clk_period 4.2
set clk_io_pct 0.2

create_clock -name clk0 -period $clk_period [get_ports {Clk}]

set non_clock_inputs [all_inputs -no_clocks]
set_input_delay [expr $clk_period * $clk_io_pct] -clock clk0 $non_clock_inputs
set_output_delay [expr $clk_period * $clk_io_pct] -clock clk0 [all_outputs]
==> flow_summary_export.csv <==
group,metric,value,unit
sta,fmax,382,MHz
floorplanning,die-area,16000,sq um
yosys,top_cell_area_share,58.9,%
critical_path,end_kind,"flip-flop",
pwr,intPower,3.50,mW
worst_hold_path,hold_class,"flip-flop to flip-flop",
clocking,cts_buffer_depth,2,
yosys,avgSynthCellArea,12.1,sq um
pwr,power_density,523,nW/um^2
route,drc,0,
floorplanning,io_pins,21,
critical_path,cp.arrival,2680,ps
global_route,track_usage,18.5,%
yosys,ys_area,7750,sq um
critical_path,critPathMaxFanout,32,
yosys,topCellsByArea,"edfxtp_1, xnor2_1, a211oi_1",
sta,rsz0062_at_grt,"no",
yosys,top_cells_by_count,"edfxtp_1, nor2_1, xnor2_1",
pwr,p_leak,3.10,nW
pwr,clockPowerShare,35.4,%
yosys,yosys_warnings,2,
critical_path,crit_top_cell,"o211ai_1",
route,drtAntennaViolNets,0,
place,io_buffers,20,
global_route,grt_pass1_wl,22300,um
worst_hold_path,whs_endpoint,"u_rx.r_Rx_Data$_DFF_P_",
clocking,path_clk_slew,60,ps
clocking,cts_resized,0,
yosys,enable_flop_cells,152,
critical_path,critPathBufInv,1,
route,avgRoutedWirePerCell,13.7,um
sta,worst_clock_skew,8.09,ps
yosys,synth_cell_types,53,
pwr,peakVddDrop,0.000387,V
yosys,syn_area,7750,sq um
global_route,antenna_found_initial,0,
sta,drv_slew,0,
worst_hold_path,whs_path_depth,0,
route,drt_iter0_drc,325,
route,vias_per_cell,5.32,
sta,setup_violations,0,
sta,setup_tns,0,ps
pwr,sequentialPowerShare,48.6,%
critical_path,worst-endpoint-required,4270,ps
yosys,netlist_instances,641,
yosys,ff_type,"edfxtp_1",
final_layout,layout-drive-gt1-share,6.91,%
sta,period_minus_slack,2620,ps
yosys,ys_cells,641,
yosys,yosysSeqAreaShare,60.7,%
route,vias,5005,
final_layout,final_util,60.0,%
global_route,grt_overflow,0,
critical_path,path_cells,"ha_1 -> and4_1 -> a31oi_1 -> o41ai_2 -> o211ai_1 -> o211ai_1 -> buf_4",
yosys,largest_area_cell,"edfxtp_1",
floorplanning,dieHeight,127,um
clocking,cts_max_level,4,
route,wl,12900,um
critical_path,start_kind,"flip-flop",
status,status,"finished, final reports clean",
flow_run,cap_violations,0,
yosys,async_reset_ff_share,0,%
sta,finalCritPeriodShare,62.3,%
worst_hold_path,min_from,"u_tx.Tx_Serial$_DFFE_PP_",
sta,worst_slew_pin_slew,876,ps
clocking,clockRootBuffer,"clkbuf_16",
yosys,ys_seq_elements,159,
clocking,clkLatencyLatePin,410,ps
global_route,grt_max_degree,33,
route,antenna_cells,0,
sta,hold_viol_final,0,
critical_path,rrSetupSlack,1580,ps
place,gp_congestion,0.883,
global_route,grt_pass1_vias,4809,
critical_path,cpMaxStageDelayCell,"o41ai_2",
floorplanning,core_area,15100,sq um
floorplanning,die_w,127,um
pwr,p_sw,1.26,mW
clocking,cts_setup_buffers,0,
pwr,switching_share,26.4,%
clocking,numCtsBuffers,17,
critical_path,startpoint,"u_rx.r_Clk_Count[0]$_DFFE_PP_",
clocking,cts_tree,"yes",
final_layout,areaGrowthSynthToFinish,17.4,%
route,firstDrtPassIters,4,
critical_path,crit_type,"flip-flop to flip-flop",
floorplanning,fp_util,51.2,%
critical_path,slowest_delay,460,ps
flow_run,warnings,32,
place,hpwl,8450,um
critical_path,r2r_end,"u_rx.r_DV_Count[18]$_SDFFCE_PN0P_",
critical_path,r2r_cells,7,
pwr,p_comb_share,16.1,%
clocking,clkSinkCount,159,
yosys,yosysMostFrequentCell,"edfxtp_1",
floorplanning,rows,45,
critical_path,crit_family,"AND-OR/OR-AND gates",
sta,relSlewSlack,41.1,%
clocking,ctsHoldBuffers,0,
critical_path,reg2reg_from,"u_rx.r_Clk_Count[0]$_DFFE_PP_",
-- worst register-to-register path, delay by kind of cell (launching register included) --
family          cells  cell delay [ps]
buf+inv             1              420
simple gates        1              290
fa+ha+maj           1              210
compound gates      4              950
flops               1              380
-- layout by cell type (no fill, tap or decap), drive strengths merged, types with 4 or more instances in the layout --
cell type	count
nand2	40
o21ai	12
a211oi	42
conb	76
mux2	5
nand3	38
edfxtp	152
ha	14
nor3	19
dfxtp	7
a21oi	8
mux2i	4
or3	4
clkbuf	18
inv	24
xnor2	43
nor2b	4
a31oi	4
clkdlybuf4s50	20
xor2	33
nor2	74
bufinv	5
and2	4
nand4	14
and4	6
nor4	18
buf	8
and3	13
-- logic make-up (layout without fill, tap and decap cells) --
kind of cell / after synthesis / after routing / synth area share, %
AOI/OAI and AO/OA: 88 / 88 / 8.27
xor gates and xnor gates: 76 / 76 / 8.59
adders and majority gates: 14 / 14 / 2.26
buffers and inverters: 41 / 79 / 2.05
DFF: 159 / 159 / 60.7
muxes: 11 / 11 / 1.82
other: 2 / 76 / 0.0969
and+or+nand+nor: 250 / 250 / 16.2
-- worst max path at each step --
stage / slack, ps / depth (start not counted) / to
finish: 1580 / 7 / u_rx.r_DV_Count[18]$_SDFFCE_PN0P_
global route: 1260 / 7 / u_rx.r_DV_Count[18]$_SDFFCE_PN0P_
CTS: 1560 / 7 / u_rx.r_DV_Count[18]$_SDFFCE_PN0P_
-- cell type report --
type,count,area (sq um)
inverter,19,71.3
clock buffer,18,429
timing repair buffer,28,260
multi-input combinational,515,3170
tap,188,235
clock inverter,14,224
sequential,159,4700
fill,1138,6050
-- flip-flops by register name, indices dropped and copies added (netlist names) --
register,flops
u_rx.r_Rx_Data,1
u_tx.State,2
u_rx.State,2
u_rx.r_Bit_Index,3
u_rx.r_Clk_Count,32
u_rx.r_Rx_Byte,8
u_tx.r_Tx_Done,1
u_tx.r_Bit_Index,3
u_rx.r_Data_Valid,1
u_tx.r_Tx_Active,1
u_rx.r_DV_Count,32
u_tx.r_Done_Count,32
u_tx.r_Clk_Count,32
u_tx.Tx_Serial,1
u_tx.r_Tx_Data,8
-- metal layers --
layer	global-route usage [%]	vias to the layer above	share of wire (%)
li1	-	2548	-
met1	33.0	2374	51
met2	26.9	75	45
met3	4.34	8	3.8
met4	1.77	0	0.86
met5	0	-	0
-- power groups by stage --
| stage | combinational, mW | clock (mW) | sequential, mW |
|---|---|---|---|
| after CTS | 0.775 | 1.73 | 2.31 |
| final | 0.765 | 1.68 | 2.31 |
| after global routing | 0.856 | 1.78 | 2.36 |
-- through the flow --
stage	hold WS, ps	power, mW	cell area [sq um]	cells	worst slack (ps)
2_1_floorplan	323	2.83	8030	715	963
3_5_place_dp	355	3.11	8440	909	1580
6_report	364	4.76	9090	941	1580
5_1_grt	390	5.00	9090	941	1260
3_3_place_gp	365	3.08	8440	909	1650
4_1_cts	372	4.81	9090	941	1560
Power figures rest on the tool's default switching activity, not on a simulated workload.
